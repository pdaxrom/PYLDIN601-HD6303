[run.sh]
#!/bin/bash
# OpenROAD 26Q1-2900-gdf79404cd8, Yosys 0.63+post, stock flow scripts
make -C /OpenROAD-flow-scripts/flow DESIGN_CONFIG=/design/flow/config.mk WORK_HOME=/design/flow/orfs finish
[design.v]
module simpleio (
	input wire clk,
	input wire rst,
	input wire [3:0] AD,
	input wire [7:0] DI,
	output reg [7:0] DO,
	input wire rw,
	input wire cs,
	output wire irq,
	input wire clk_in,
	output reg [7:0] leds,
	output reg [7:0] led7hi,
	output reg [7:0] led7lo,
	output reg [2:0] rgb1,
	output reg [2:0] rgb2,
	input wire [3:0] switches,
	input wire [3:0] keys
);
	reg [23:0] timer_cnt;
	reg [23:0] timer_prescaler;
	reg [7:0] timer_mode;
	reg timer_eq_flag;
	assign irq = timer_mode[7] & timer_mode[6];
	always @ (posedge clk_in) begin
		if (rst) begin
			timer_cnt <= 0;
			timer_eq_flag <= 0;
		end else begin
			if (timer_mode[0]) begin
				if (timer_cnt == timer_prescaler) begin
					timer_eq_flag <= 1;
					timer_cnt <= 0;
				end else begin
					timer_cnt <= timer_cnt + 1'b1;
					if (timer_mode[7]) timer_eq_flag <= 0;
				end
			end
		end
	end
	always @ (posedge clk) begin
		if (rst) timer_mode[7] <= 0;
		else if (cs && rw) begin
			case (AD[3:0])
			4'b0000: DO <= ~leds;
			4'b0001: DO <= led7hi;
			4'b0010: DO <= led7lo;
			4'b0011: begin
				DO[6:4] <= ~rgb1;
				DO[2:0] <= ~rgb2;
				end
			4'b0100: DO <= {switches, ~keys};
			4'b1000: begin
				DO <= timer_mode;
				timer_mode[7] <= 0;
				end
			4'b1001: DO <= timer_mode[0]?timer_cnt[23:16]:timer_prescaler[23:16];
			4'b1010: DO <= timer_mode[0]?timer_cnt[15:8]:timer_prescaler[15:8];
			4'b1011: DO <= timer_mode[0]?timer_cnt[7:0]:timer_prescaler[7:0];
			endcase
		end else begin
			if (timer_eq_flag) timer_mode[7] <= 1;
		end
	end
	always @(negedge clk) begin
		if (rst) begin
			leds <= 8'b11111111;
			rgb1 <= 8'b111;
			rgb2 <= 8'b111;
			led7hi <= 0;
			led7lo <= 0;
			timer_mode[6:0] <= 0;
			timer_prescaler <= 0;
		end else if (cs && !rw) begin
			case (AD[3:0])
			4'b0000: leds <= ~DI;
			4'b0001: led7hi <= DI;
			4'b0010: led7lo <= DI;
			4'b0011: begin
				rgb1 <= ~DI[6:4];
				rgb2 <= ~DI[2:0];
				end
			4'b1000: timer_mode[6:0] <= DI[6:0];
			4'b1001: timer_prescaler[23:16] <= DI;
			4'b1010: timer_prescaler[15:8] <= DI;
			4'b1011: timer_prescaler[7:0] <= DI;
			endcase
		end
	end
endmodule
[constraint.sdc]
current_design simpleio

set clk_period 5.1
set clk_io_pct 0.2

create_clock -name clk0 -period $clk_period [get_ports {clk}]
create_clock -name clk1 -period $clk_period [get_ports {clk_in}]

set non_clock_inputs [all_inputs -no_clocks]
set_input_delay [expr $clk_period * $clk_io_pct] -clock clk0 $non_clock_inputs
set_output_delay [expr $clk_period * $clk_io_pct] -clock clk0 [all_outputs]
[config.mk]
export PLATFORM = sky130hd
export DESIGN_NAME = simpleio
export DESIGN_NICKNAME = simpleio
export VERILOG_FILES = /design/flow/design.v
export SDC_FILE = /design/flow/constraint.sdc
export NUM_CORES = 4
export LEC_CHECK = 1
export CORE_UTILIZATION = 50
==> summary.txt <==
On the backend side, the flow ran end to end.

Per the synthesis report, the number of distinct cell types is around 54. The smallest setup slack after layout stands at 0.118 ns. The floorplan report gives the top-level pin count as 64. STA classifies the critical path startpoint as a flip-flop.

The slack of the worst reg-to-reg path stands at between 0.1 and 0.15 ns. The area reported by Yosys stat stands at just under 0.005 mm². The flow ran to the end, and the final reports show no timing, DRC or antenna violations. The report puts the hold buffer count at CTS at 0.

The number of DRC violations after detailed routing stands at 0. On the critical path, the stage with the largest delay is an instance of dfxtp_1. Per the synth stats, the flop cell with the highest instance count is dfxtp_1. The number of storage elements in the synthesis netlist stands at between 90 and 100. The number of global-route vias before repair stands at approximately 4400. The post-route worst hold slack stands at ~0.47 ns. The post-route netlist has a little over a tenth of its cells at a drive strength greater than 1. The HPWL after detailed placement is 11.1 mm.

The longest incremental delay of any stage on the critical path is reported as between 0.6 and 0.7 ns. The area of the core stands at 0.00933 mm². Headroom to the max-slew limit came out at 46.9%. The critical path data arrival time stands at about 5 ns. The fraction of met1 tracks used by global routing stands at between 40% and 50%. The signal on the critical path passes through buf_4 -> and3_1 -> nand2_1 -> or4b_1 -> xor2_1 -> nor2_2. After its last routability iteration, the placer logged a weighted congestion of between 0.9 and 1. OpenSTA, run right after detailed placement, puts the worst setup slack at -0.146 ns. Averaged over all synthesized cells, the footprint is between 8 and 9 µm². The number of antenna violations at the first check in global routing came to 0. Yosys attributes the largest share of cell area to dfxtp_1, mux2i_1, nor2_1, edfxtp_1, nand2_1. Entering global routing, the biggest net connects 42 pins. Post-CTS timing repair inserted 0 buffers for setup. After technology mapping, the gate count stands at roughly 580. By startpoint and endpoint, the worst setup path is classified as flip-flop to flip-flop. VDD sags by at most ~0.15 mV. Sorting the synthesis cell report by count puts at the top dfxtp_1. Relative to the synthesized area, the layout overhead comes to 29.4%. The leakage dissipation stands at ~0.0025 µW. The tally of nets with antenna violations remaining after routing stands at 0. In the global route stage, met2 resource usage came out at 43.5%. The average via count per standard cell stands at about 5.6.

For this run, asynchronously set or reset flops after synthesis account for 0%. TritonCTS built the clock tree. The floorplan-stage core utilization stands at 52.2%. The maximum clock skew at final layout stands at 0.0532 ns. The number of maximum-capacitance violations recorded for the run is 0. Note that the worst hold path type here is flip-flop to flip-flop. After detailed routing, the average wire length per cell comes to ~18 µm. The total via count after detailed routing stands at approximately 4700. The number of buffer and inverter instances along the worst setup path stands at 1. The die is ~100 µm wide. Dividing total power by cell area gives a power density of approximately 270 mW/mm². The total grt overflow stands at 0. The logs give a warning total of a little under 90. The fraction of the yosys area taken by sequential cells stands at between 40 and 50%. The largest total area in the synthesized netlist belongs to dfxtp_1.

In this design, the largest share of critical-path delay is due to simple AND/OR/NAND/NOR gates. The total count of hold-check failures in the final report stands at 0. The first global-routing pass estimated ~23 mm of wire. The number of DRC markers after the initial detailed-route iteration stands at 349. Per the OpenROAD floorplan log, the height of the die is ~100 µm. The end-of-flow timing check tallies setup violations at 0. Once the clock tree was built, the resizer swapped 0 gates to a different size.

The met3 capacity usage during global routing stands at between 10% and 20%. For reference, the top cells by count after synthesis are dfxtp_1, nor2_1, nand2_1. The iteration count recorded for the first detailed-route pass is 5.

The yosys cell count stands at between 500 and 600. The TritonCTS sink count stands at 95. Global routing put the most usage on met1.

The final design utilization stands at around two thirds. The overall die size recorded for this design is 0.0101 mm². After filler insertion, the fill cell instance count of the layout stands at approximately 770. The post-synth count of flops with an enable pin is 8. 0 antenna diodes ended up in the layout. Port buffering added just over 60 buffers. The total number of placement rows stands at 35. Total global-route track usage over all layers is 31.7%.

Setup repair after global routing left no endpoint under its margin. According to the timing report, the data required time at the worst endpoint equals roughly 5.3 ns. The area of the mapped netlist stands at 0.00487 mm².

The clock edge transition at the registers on the reported setup and hold paths stands at roughly 0.09 ns. Summed over its instances, the top area cell type makes up approximately 36% of the synthesized netlist area. The worst setup path is captured at a flip-flop. The transition time recorded at the tightest slew-check pin is 0.791 ns. The wire length after detailed routing stands at 15.1 mm. For this run, the number of Yosys warnings is 1.

In the final report, the number of pins over their slew limit comes to 0. The maximum net fanout on the critical path stands at 12.
==> flip-flops by register name (all words and copies together), names as in the netlist <==
signal,cells
rgb2,3
timer_eq_flag,1
timer_mode,8
led7lo,8
led7hi,8
timer_prescaler,24
leds,8
DO,8
timer_cnt,24
rgb1,3
==> cells by family after synthesis <==
logic type                 synth area share [%]
AOI/OAI and AO/OA                          15.2
DFF                                        40.7
and+or+nand+nor                            22.1
xor gates and xnor gates                   8.27
adders and majority gates                 0.257
buffers and inverters                      5.03
muxes                                      8.47
==> tightest hold or removal path: stages, from the launching register on <==
cell and delay (ns):
dfxtp_1 0.31, nand2_1 0.05, a21oi_1 0.05
==> layout make-up <==
cell class,instances,area [µm²],area share (%)
well taps,129,161,2.56
repair buffers,110,1000,15.9
inverters,6,22.5,0.357
clock buffers,13,190,3.02
multi-input cells,425,2650,42.0
clock inverters,68,302,4.78
flip-flops and latches,95,1980,31.4
==> where the power goes <==
part	internal (µW)	total (µW)	switching, µW
sequential	762	767	4.97
combinational	62.2	141	79.2
clock	377	797	421
==> layer usage <==
metal | wire length, µm | vias up | part of all wire [%]
met4 | 295 | 0 | 2.0
met2 | 6320 | 191 | 42
met1 | 7090 | 2214 | 47
li1 | - | 2299 | -
met5 | 0 | - | 0
met3 | 1370 | 17 | 9.1
==> placed cells by master (no fill, tap or decap), types with 4 or more instances in the layout <==
master / count
o21ai_0: 17
mux2i_1: 39
xor2_1: 19
nor3_1: 14
nand2b_1: 6
o22ai_1: 6
inv_1: 67
nand4_1: 7
a211oi_1: 4
nand2_1: 64
clkbuf_8: 12
a211o_1: 14
clkdlybuf4s50_1: 61
nor2b_1: 7
nor2_1: 68
nor4_1: 8
xnor2_1: 27
edfxtp_1: 8
a22oi_1: 4
buf_4: 46
dfxtp_1: 87
nand3_1: 32
a21oi_1: 38
a31oi_1: 4
==> final timing paths <==
check / cells after the start / from / to
min reg2reg: 2 / led7hi[4]$_SDFFE_NP0P_ / led7hi[4]$_SDFFE_NP0P_
max: 6 / timer_mode[0]$_SDFFE_NP0P_ / timer_cnt[20]$_SDFFE_PP0P_
max reg2reg: 6 / timer_mode[0]$_SDFFE_NP0P_ / timer_cnt[20]$_SDFFE_PP0P_
max in group clk0: 6 / AD[3] / timer_prescaler[8]$_SDFFE_NP0P_
min in group clk1: 2 / timer_eq_flag$_SDFFE_PP0P_ / timer_eq_flag$_SDFFE_PP0P_
min: 2 / led7hi[4]$_SDFFE_NP0P_ / led7hi[4]$_SDFFE_NP0P_
==> metrics by stage <==
stage	setup TNS, ns	instances	area (µm²)	power (µW)
6_report	0	846	6300	1710
3_3_place_gp	-6.62	766	5820	992
5_1_grt	0	846	6300	1810
2_1_floorplan	0	575	4870	921
4_1_cts	0	846	6300	1720
3_5_place_dp	-5.62	766	5820	992
Power figures rest on the tool's default switching activity, not on a simulated workload.
