`/design/flow/constraint.sdc`:
```
current_design sigma_delta_dac

set clk_period 6.9
set clk_io_pct 0.2

create_clock -name clk0 -period $clk_period [get_ports {CLK}]

set non_clock_inputs [all_inputs -no_clocks]
set_input_delay [expr $clk_period * $clk_io_pct] -clock clk0 $non_clock_inputs
set_output_delay [expr $clk_period * $clk_io_pct] -clock clk0 [all_outputs]
```
`/design/flow/design.v`:
```
module sigma_delta_dac #(parameter MSBI = 7)
(
   output    reg             DACout,    
   input          [MSBI:0]    DACin,    
   input                  CLK,
   input                   RESET
);
reg [MSBI+2:0] DeltaAdder;    
reg [MSBI+2:0] SigmaAdder;    
reg [MSBI+2:0] SigmaLatch;    
reg [MSBI+2:0] DeltaB;       
always @ (*)
   DeltaB = {SigmaLatch[MSBI+2], SigmaLatch[MSBI+2]} << (MSBI+1);
always @(*)
   DeltaAdder = DACin + DeltaB;
always @(*)
   SigmaAdder = DeltaAdder + SigmaLatch;
always @(posedge CLK or posedge RESET)
   if(RESET) begin
      SigmaLatch <= 1'b1 << (MSBI+1);
      DACout <= 1'b0;
   end else begin
      SigmaLatch <= SigmaAdder;
      DACout <= SigmaLatch[MSBI+2];
   end
endmodule 
```
`/design/flow/config.mk`:
```
export PLATFORM = sky130hd
export DESIGN_NAME = sigma_delta_dac
export DESIGN_NICKNAME = sigma_delta_dac
export VERILOG_FILES = /design/flow/design.v
export SDC_FILE = /design/flow/constraint.sdc
export NUM_CORES = 4
export LEC_CHECK = 1
export CORE_AREA = 10 10 85 85
export DIE_AREA = 0 0 95 95
```
`/design/flow/run.sh`:
```
#!/bin/bash
# OpenROAD 26Q1-2900-gdf79404cd8, Yosys 0.63+post, stock flow scripts
make -C /OpenROAD-flow-scripts/flow DESIGN_CONFIG=/design/flow/config.mk WORK_HOME=/design/flow/orfs finish
```
==> results_slide.txt <==
Synthesis and Place & Route Summary

Run status
  – Outcome: finished, final reports clean

Global route
  – Largest net degree at the start of global routing: 12
  – Total gr overflow: 0
  – Initial antenna violation count: 0
  – Gr busiest metal: met2
  – Met2 Use GR: 0.0463
  – First-pass GRT wire length: 2.01 mm
  – GR Layer Usage met3: 0.0184
  – GRT Total Usage: 0.0286
  – Met1 usage: 0.0320
  – Vias in the first global route: 463

Worst hold path
  – Hold Path Class: reg -> reg

Timing
  – Setup TNS: 0 ns
  – Final setup violation count: 0
  – Hold Fails Final Rpt: 0
  – Final setup skew: 0.000229 ns
  – Worst Max-Slew Pin Slew: 0.423 ns
  – Slew Limit Fails: 0
  – Minimum clock period: 2.94 ns
  – Relative max-transition margin: 0.718
  – Fmax: 340 MHz
  – Fin crit share: 0.426
  – RSZ-0062 raised after global routing: no

Clock network
  – Num CTS Buffers: 3
  – H-tree Lvls: 1
  – CTS Sinks: 11
  – Longest Clk Path Bufs: 2
  – Post-CTS setup buffer count: 0
  – Post-CTS Resized: 0
  – Hold-fix buffers, CTS: 0
  – Late-Pin Clk Latency: 0.23 ns
  – CTS tree: done
  – Reg clk slew, reported paths: 0.05 ns
  – Root buffer cell: clkbuf_8

Synth
  – Syn. warnings: 1
  – Asr flop ratio synth: 1.00
  – Unique cell types: 23
  – Ys flops: 11
  – Mapped Cells: 54
  – Area reported by Yosys stat: 634 sq um
  – Post-Syn Area: 634 sq um
  – Post-Syn Area per Cell: 11.7 sq um
  – Post-synth EDFFs: 0
  – Cells in synth_stat.txt: 54
  – Seq/Total Area, Yosys: 0.436
  – Top_reg_cell synth: dfrtp_1

Placement
  – IO Port Bufs: 10
  – Hpwl dp: 952 microns
  – Routability cong.: 0.727

Drt
  – Vias per cell: 3.02
  – Initial drt markers: 23
  – Routed WL: 1.14 mm
  – First-pass DRT Iterations: 4
  – DRC: 0
  – Post-DRT Antenna Nets: 0
  – Vias: 423
  – Wire length per cell: 8.12 microns
  – Antenna diodes: 0

Die
  – Fp_density: 0.116
  – Die Y: 95 microns
  – Die X: 95 microns
  – Total core area: 5470 sq um
  – Chip area: 9030 sq um
  – Row count: 27
  – Top Ports: 11

Flow run
  – Max Cap Viol: 0
  – OpenROAD warning count: 25

Layout
  – Filler cell count: 611
  – Layout Utilization: 0.159
  – Layout cell share with drive strength beyond 1: 0.103
  – Area growth, synth to finish: 37.1%

Power
  – Leakage: 0.374 nW
  – Pwr/cell area: 414 nW/um^2
  – Peak supply drop: 104 uV
  – Overall power: 0.360 mW

Worst setup path
  – Worst EP required: 7.06 ns
  – Critical path class: in -> reg
  – Kind of end point of the critical path: flop
  – Critical Path AT: 3.11 ns
  – CP Launch Type: input pin
  – Largest fanout on the critical path: 2
## report_power, final
group / internal, mW / switching [mW] / total, mW
registers: 0.103 / 0.0101 / 0.113
logic: 0.0933 / 0.0901 / 0.183
clock network: 0.0405 / 0.0229 / 0.0633
## flip-flops by register name, indices dropped and copies added, names as in the netlist
register and count:
DACout 1, SigmaLatch 10
## synth_stat cells (all sizes together) (2+ instances only)
library cell | instances | area share
dfrtp | 10 | 0.39
xnor2 | 3 | 0.041
a21o | 2 | 0.024
a21oi | 4 | 0.037
o21a | 2 | 0.024
nand2 | 2 | 0.012
inv | 5 | 0.030
ha | 9 | 0.18
xor2 | 4 | 0.055
## metal layers
layer	part of all wire	wire length, microns
met1	0.45	515
met2	0.44	499
met3	0.098	111
met4	0.0088	10
met5	0	0
## cell usage in the layout (no fill, tap or decap)
cell type / instances
o21a_1: 2
xnor2_1: 3
a31o_1: 1
nor3_1: 1
dfstp_2: 1
a21o_1: 2
nand2_1: 2
clkdlybuf4s50_1: 10
nor2_1: 1
nand3b_1: 1
ha_1: 9
inv_1: 5
a21oi_1: 3
xor2_1: 4
clkbuf_8: 3
a21oi_2: 1
o2111ai_1: 1
o31ai_2: 1
a31oi_1: 1
o21ai_0: 1
fa_1: 1
nand2b_1: 1
dfrtp_1: 10
or2_1: 1
clkbuf_1: 1
nor2b_4: 1
## through the flow
| stage | std cells | area (sq um) | setup WS [ns] | hold slack, ns |
|---|---|---|---|---|
| finish | 140 | 870 | 3.96 | 0.373 |
| global route | 140 | 870 | 3.81 | 0.382 |
| CTS | 140 | 870 | 3.93 | 0.376 |
| detailed placement | 136 | 825 | 3.69 | 0.365 |
| global placement | 136 | 825 | 3.68 | 0.368 |
| floorplan | 54 | 634 | 4.27 | 0.357 |
## worst max-delay path, stage by stage
cell             delay [ns]
clkdlybuf4s50_1        0.47
ha_1                   0.16
inv_1                  0.05
fa_1                   0.43
nor2b_4                0.14
o2111ai_1              0.14
a31oi_1                0.19
xor2_1                 0.16
## kinds of logic (layout without fill, tap and decap cells)
| logic type | Yosys count | after routing | share of synthesized area |
|---|---|---|---|
| DFF | 11 | 11 | 0.436 |
| adders and majority gates | 10 | 10 | 0.209 |
| AOI/OAI and AO/OA | 13 | 13 | 0.150 |
| xor gates and xnor gates | 7 | 7 | 0.0966 |
| and+or+nand+nor | 8 | 8 | 0.0789 |
| buffers and inverters | 5 | 19 | 0.0296 |
## path summary, 6_finish.rpt
check                                      to  depth (start not counted)  slack [ns]     startpoint
worst max-delay path            SigmaLatch[8]                          8        3.96       DACin[0]
worst max register to register  SigmaLatch[8]                          7        5.26  SigmaLatch[0]
worst min-delay path                   DACout                          0        0.37  SigmaLatch[9]
max in group asynchronous       SigmaLatch[8]                          2        5.13          RESET
worst min register to register         DACout                          0        0.37  SigmaLatch[9]
min in group asynchronous       SigmaLatch[1]                          2        1.44          RESET
## area by class of cell
type / instances / area, sq um / area share
inverters: 5 / 18.8 / 0.0216
flip-flops and latches: 11 / 277 / 0.318
well taps: 72 / 90.1 / 0.104
clock buffers: 4 / 45.0 / 0.0518
repair buffers: 10 / 100 / 0.115
multi-input cells: 38 / 339 / 0.390
No activity file was given, so power comes from the tool's default toggle rates.
