<file path="/design/flow/config.mk">
export PLATFORM = sky130hd
export DESIGN_NAME = spiio
export DESIGN_NICKNAME = spiio
export VERILOG_FILES = /design/flow/design.v
export SDC_FILE = /design/flow/constraint.sdc
export NUM_CORES = 4
export LEC_CHECK = 1
export CORE_UTILIZATION = 30
</file>
<file path="/design/flow/constraint.sdc">
current_design spiio

set clk_period 2.2
set clk_io_pct 0.2

create_clock -name clk0 -period $clk_period [get_ports {clk}]
create_clock -name clk1 -period $clk_period [get_ports {clk_in}]

set non_clock_inputs [all_inputs -no_clocks]
set_input_delay [expr $clk_period * $clk_io_pct] -clock clk0 $non_clock_inputs
set_output_delay [expr $clk_period * $clk_io_pct] -clock clk0 [all_outputs]
</file>
<file path="/design/flow/design.v">
module spiio (
	input wire clk,
	input wire rst,
	input wire [2:0] AD,
	input wire [7:0] DI,
	output reg [7:0] DO,
	input wire rw,
	input wire cs,
	input wire clk_in,
	output reg mosi,
	output reg msck,
	input wire miso,
	output wire [1:0] mss,
	output wire [1:0] pout
);
	reg cfg_ssm;
	reg cfg_16b;
	reg [1:0] cfg_ss;
	reg [1:0] int_mss;
	reg [15:0] rx_data;
	reg [15:0] tx_data;
	reg [7:0] prescaler;
	reg [1:0] reg_out;
	wire start;
	reg  start_hi;
	reg  start_lo;
	reg [15:0] shifted_tx_data;
	reg [4:0] bit_counter;
	reg [7:0] scale_counter;
	assign pout = reg_out;
	wire data_ready = ((bit_counter == 0) && (!msck))?1'b1:1'b0;
	always @ (posedge clk) begin
		if (!rst && cs && rw) begin
			case (AD[2:0])
			3'b000: DO <= rx_data[15:8];
			3'b001: DO <= rx_data[7:0];
			3'b010: DO <= {data_ready, 1'b0, cfg_ssm, cfg_16b, 1'b0, 1'b0, cfg_ss};
			3'b011: DO <= prescaler;
			3'b100: DO <= { 6'b0, reg_out };
			endcase
		end
	end
	always @ (negedge clk) begin
		if (rst) begin
			cfg_ssm <= 0;
			cfg_16b <= 0;
			cfg_ss <= 2'b11;
			tx_data <= 16'b1111111111111111;
			prescaler <= 0;
			start_hi <= 0;
			start_lo <= 0;
			reg_out <= 0;
		end else begin
			if (cs && !rw) begin
					case (AD[2:0])
					3'b000: begin
							tx_data[15:8] <= DI;
							start_hi <= 1'b1;
						end
					3'b001: begin
							tx_data[7:0] <= DI;
							start_lo <= 1'b1;
						end
					3'b010: begin
							cfg_ssm <= DI[5];
							cfg_16b <= DI[4];
							cfg_ss <= DI[1:0];
						end
					3'b011: prescaler <= DI;
					3'b100: reg_out <= DI[1:0];
					endcase
			end else begin
				if (!data_ready) begin
					start_hi <= 1'b0;
					start_lo <= 1'b0;
				end
			end
		end
	end
	assign start = (cfg_16b ? start_hi : 1'b1) & start_lo;
	assign mss = cfg_ssm ? cfg_ss : int_mss;
	always @ (posedge clk_in) begin
		if (rst) begin
			msck <= 0;
			int_mss <= 2'b11;
			rx_data <= 16'b1111111111111111;
			scale_counter <= 0;
		end else if (start) begin
			shifted_tx_data <= tx_data;
			bit_counter <= cfg_16b ? 16 : 8;
			int_mss <= cfg_ss;
			mosi <= cfg_16b ? shifted_tx_data[15] :
						shifted_tx_data[7];
		end else begin
			if (bit_counter != 0) begin
				if (scale_counter == prescaler) begin
					scale_counter <= 0;
					if (msck) begin
						rx_data <= {rx_data[14:0], miso};
						bit_counter <= bit_counter - 1'b1;
						msck <= 0;
					end else begin
						mosi <= cfg_16b ? shifted_tx_data[15] :
									shifted_tx_data[7];
						shifted_tx_data <= {shifted_tx_data[14:0], 1'b1};
						msck <= 1;
					end
				end else scale_counter <= scale_counter + 1'b1;
			end else begin
				msck <= 0;
				int_mss <= 2'b11;
			end
		end
	end
endmodule
</file>
<file path="/design/flow/run.sh">
#!/bin/bash
# OpenROAD 26Q1-2900-gdf79404cd8, Yosys 0.63+post, stock flow scripts
make -C /OpenROAD-flow-scripts/flow DESIGN_CONFIG=/design/flow/config.mk WORK_HOME=/design/flow/orfs finish
</file>
==> Implementation_results.wiki <==
=== Physical design figures ===
{| class="wikitable"
! Metric !! Value
|-
| Critical Path Sink Type || register
|-
| Std-Cell Rows || 42
|-
| Synthesized instance count || approximately 430
|-
| Final count of hold timing violations || 0
|-
| Placed cell count || about 680
|-
| Relative slew slack || 0.731
|-
| Register-to-register setup slack || -0.82 ns
|-
| OpenROAD warning count || 61
|-
| Core utilization before placement || 0.306
|-
| I/O Buffers || 29
|-
| Logic gate share of total power || 0.151
|-
| Number of vias per cell after detailed routing || 4.75
|-
| Post-cts hold buffer count || 0
|-
| Number of inserted diodes || 0
|-
| Switching share of power || 0.277
|-
| Area of the mapped netlist || just over 0.004 mm^2
|-
| EDFF count, synth || 30
|-
| Summed standard-cell area reported by yosys || around 0.004 mm^2
|-
| # Cells Yosys || between 400 and 500
|-
| Worst Path Class, Setup || reg2reg
|-
| Post-route ant nets || 0
|-
| Die height || 118 um
|-
| Setup TNS || -41.38 ns
|-
| Yosys top cell by area || sky130_fd_sc_hd__dfxtp_1
|-
| Detailed-router iteration count before antenna repair || 21
|-
| Max Transition Viols Final || 0
|-
| CTS clk-pin slew, worst paths || approximately 0.060 ns
|-
| GRT Overall Usage || 0.166
|-
| DRT Wirelength || 10.9 mm
|-
| Synthesized flop and latch total || between 80 and 90
|-
| Total DRC errors in the routed layout || 0
|-
| Crit Reg-Reg Startpoint || prescaler[3]
|-
| Critical path origin || prescaler[3]
|-
| Static leakage power || ~2.7 nW
|-
| Class of the most critical hold timing path || reg2reg
|-
| Worst setup path end || shifted_tx_data[5]
|-
| Crit Path Max Fanout || 17
|-
| Power spent charging and discharging nets || approximately 1.2 mW
|-
| Number of max-capacitance violations reported || 0
|-
| WP data required || roughly 2.2 ns
|-
| Yosys warnings || 1
|-
| Maximum number of pins on one net before global-route repair || 31
|-
| Part of the total power dissipated in sequential elements || 0.432
|-
| Mean area per synthesized cell || around 9.4 um^2
|-
| Area of the die || 0.0140 mm^2
|-
| Pwr per Cell Area || a little under 700 mW/mm^2
|-
| Final HPWL from detailed placement || between 7 and 8 mm
|-
| Worst-case reg-to-reg path depth || 6
|-
| Failing checks || negative setup slack
|-
| Internal power consumption || a little over 3 mW
|-
| Routed wire per std cell || 14.4 um
|-
| Number of global-route vias before repair || approximately 3600
|-
| Antenna violations before repair || 0
|-
| Cell types occupying the most area after synthesis || sky130_fd_sc_hd__dfxtp_1, sky130_fd_sc_hd__edfxtp_1, sky130_fd_sc_hd__nand2_1, sky130_fd_sc_hd__mux2i_1, sky130_fd_sc_hd__nor2_1
|-
| Number of clock sinks || around 89
|-
| Startpoint types || register
|-
| Global-route wire length before repair || 18.0 mm
|-
| Area of the core || 0.0132 mm^2
|-
| Primary FF master, synth || sky130_fd_sc_hd__dfxtp_1
|-
| Clock Power Share || 0.417
|-
| Power after layout || 4.24 mW
|-
| Chip Width || about 120 um
|-
| Setup violations, final || about 110
|-
| Overall via count from detail_route || around 3600
|-
| Skew final || between 0.08 and 0.09 ns
|-
| Final weighted congestion of routability-driven global placement || 0.846
|-
| Ys async rst share || 0
|-
| Setup repair after global routing missed its margin || yes
|-
| Fillers || between 1000 and 1500
|-
| Iter 0 DRT Violations || just under 200
|-
| Top area contributor share || 0.291
|-
| Share of cells above drive strength 1 || 0.377
|-
| Distinct cell type count of the synthesized netlist || 48
|-
| Library cell contributing the largest single delay on the critical path || sky130_fd_sc_hd__or3_4
|-
| Status || complete, but fails checks
|-
| TritonCTS clock tree || built
|-
| Arrival @ worst endpoint || 3.03 ns
|-
| Top-level I/O count || 31
|-
| Worst IR drop on VDD || approximately 0.00038 V
|-
| Cells along the critical path || xor2_2 -> nor4_4 -> nand2_2 -> or3_4 -> a21oi_4 -> buf_12
|-
| Delay of the slowest cell on the worst path || roughly 0.34 ns
|-
| Pin slew with the least headroom to its limit || 0.403 ns
|-
| Sequential cell area fraction in the yosys report || 0.513
|-
| Final setup slack of the worst path || -0.824 ns
|-
| Final standard cell count with taps included and fillers excluded || between 700 and 800
|-
| Final global-route overflow total || 0
|-
| Area overhead of the layout relative to synthesis || 51.0%
|-
| Worst reg2reg path endpoint || shifted_tx_data[5]
|}
[cell usage after synthesis, drive strengths merged, types with 2 or more instances]
library cell and instances:
a22o 4, nand4 2, xor2 9, nor2b 5
mux2 4, or3 4, nor4 2, a221oi 4
dfxtp 59, buf 5, edfxtp 30, nor3 4
ha 2, nand3 6, a21o 2, and3 2
a21oi 16, nand2b 9, mux2i 29, o22ai 4
clkbuf 19, nand3b 19, and2 2, nand2 95
a211o 2, nor2 49, o21ai 9, a31oi 4
a222oi 4, inv 12, nand4b 2
[flip-flops by register name (all words and copies together) (netlist names), 5 cells and up]
signal and cells:
DO 8, bit_counter 5, prescaler 8, rx_data 16, scale_counter 8, shifted_tx_data 16, tx_data 16
[area by class of cell]
| cell class | count | area [um^2] | area share |
|---|---|---|---|
| Inverter | 11 | 46.3 | 0.00756 |
| Clock inverter | 37 | 161 | 0.0263 |
| Multi-Input combinational cell | 307 | 2200 | 0.360 |
| Clock buffer | 11 | 254 | 0.0415 |
| Tap cell | 176 | 220 | 0.0359 |
| Sequential cell | 89 | 2110 | 0.344 |
| Timing Repair Buffer | 123 | 1130 | 0.185 |
[per-layer routing]
layer  part of all wire  GRT usage
met2               0.46      0.261
met1               0.48      0.243
met5                  0          0
met3              0.040     0.0359
met4              0.017     0.0353
[power groups by stage]
stage	registers, mW	logic (mW)	clock network (mW)
4_1_cts	1.83	0.599	1.79
5_1_grt	1.84	0.690	1.93
6_report	1.83	0.641	1.77
[through the flow]
step           area (um^2)  hold WS [ns]  setup WS (ns)  utilization
2_1_floorplan         4330         0.434         -0.906            -
3_3_place_gp          5110         0.453         -0.891        0.386
3_5_place_dp          5110         0.459         -0.920        0.386
4_1_cts               5900         0.464         -0.824        0.446
5_1_grt               6130         0.493         -0.893        0.463
6_report              6130         0.481         -0.824        0.463
[critical path: cells and delay by family, from the launching register on]
kind,cells,cell delay (ns)
AND/OR/NAND/NOR,3,0.74
flip-flops,1,0.33
buffers and inverters,1,0.17
XOR/XNOR,1,0.15
AND-OR/OR-AND,1,0.15
[cells by family after synthesis]
family                     after synthesis  share of synthesized area
AOI/OAI and AO/OA                       54                     0.0891
xor gates and xnor gates                10                     0.0216
adders and majority gates                2                    0.00617
buffers and inverters                   36                     0.0389
DFF                                     89                      0.513
muxes                                   33                     0.0826
and+or+nand+nor                        207                      0.249
[how the worst min path moves through the flow]
| stage | startpoint | end | slack (ns) | cells after the start |
|---|---|---|---|---|
| after CTS | tx_data[13] | tx_data[13] | 0.46 | 2 |
| after global routing | tx_data[0] | tx_data[0] | 0.49 | 2 |
| final | tx_data[0] | tx_data[0] | 0.48 | 2 |
[layout by cell type, fill, tap and decap left out, types with 3 or more instances in the layout]
| cell | count |
|---|---|
| sky130_fd_sc_hd__nand2_1 | 65 |
| sky130_fd_sc_hd__buf_4 | 63 |
| sky130_fd_sc_hd__dfxtp_1 | 44 |
| sky130_fd_sc_hd__nor2_1 | 42 |
| sky130_fd_sc_hd__inv_1 | 41 |
| sky130_fd_sc_hd__edfxtp_1 | 30 |
| sky130_fd_sc_hd__nand2_2 | 29 |
| sky130_fd_sc_hd__buf_6 | 28 |
| sky130_fd_sc_hd__mux2i_1 | 26 |
| sky130_fd_sc_hd__nand3b_1 | 19 |
| sky130_fd_sc_hd__clkdlybuf4s50_1 | 19 |
| sky130_fd_sc_hd__dfxtp_2 | 13 |
| sky130_fd_sc_hd__a21oi_1 | 11 |
| sky130_fd_sc_hd__clkbuf_16 | 10 |
| sky130_fd_sc_hd__xor2_1 | 6 |
| sky130_fd_sc_hd__nand2b_1 | 6 |
| sky130_fd_sc_hd__buf_2 | 6 |
| sky130_fd_sc_hd__nand2b_4 | 4 |
| sky130_fd_sc_hd__nor2_4 | 4 |
| sky130_fd_sc_hd__a22o_1 | 4 |
| sky130_fd_sc_hd__a222oi_1 | 4 |
| sky130_fd_sc_hd__mux2_4 | 4 |
| sky130_fd_sc_hd__nand3_1 | 4 |
| sky130_fd_sc_hd__a31oi_1 | 4 |
| sky130_fd_sc_hd__buf_12 | 4 |
| sky130_fd_sc_hd__o21ai_4 | 3 |
| sky130_fd_sc_hd__or3_4 | 3 |
| sky130_fd_sc_hd__nor2b_1 | 3 |
| sky130_fd_sc_hd__inv_4 | 3 |
| sky130_fd_sc_hd__nor3_1 | 3 |
| sky130_fd_sc_hd__nor2_2 | 3 |
| sky130_fd_sc_hd__a21oi_2 | 3 |
| sky130_fd_sc_hd__o21ai_0 | 3 |
| sky130_fd_sc_hd__xor2_2 | 3 |
| sky130_fd_sc_hd__buf_8 | 3 |
[timing repair]
action / in CTS / in global routing
hold endpoints to repair: 0 / 0
cloned: 2 / 1
gates resized: 109 / 50
setup endpoints to repair: 115 / 105
buffers inserted: 19 / 15
pin swaps: 31 / 58
Power and IR drop assume default switching activity.
